File: /design/flow/config.mk
export PLATFORM = sky130hd
export DESIGN_NAME = FSMscore
export DESIGN_NICKNAME = FSMscore
export VERILOG_FILES = /design/flow/design.v
export SDC_FILE = /design/flow/constraint.sdc
export NUM_CORES = 4
export LEC_CHECK = 1
export CORE_AREA = 10 10 77 77
export DIE_AREA = 0 0 87 87
File: /design/flow/constraint.sdc
current_design FSMscore

set clk_period 1.6
set clk_io_pct 0.2

create_clock -name clk0 -period $clk_period [get_ports {systemClock}]

set non_clock_inputs [all_inputs -no_clocks]
set_input_delay [expr $clk_period * $clk_io_pct] -clock clk0 $non_clock_inputs
set_output_delay [expr $clk_period * $clk_io_pct] -clock clk0 [all_outputs]
File: /design/flow/design.v
module FSMscore (
    input timeUp, W, reset, enable, systemClock,
    output reg shrink,
    output reg [1:0] add,
    output reg [3:0] current
);
localparam A = 4'd0, B = 4'd1, C = 4'd2, start = 4'd3, off = 4'd4,
           waitTimeL1 = 4'd5, waitTimeH1 = 4'd6, waitTimeL2 = 4'd7, waitTimeH2 = 4'd8;
reg [3:0] next;
reg [2:0] count;
reg countUp;
always @(*) begin
    case (current)
        off: next <= enable ? start : off;
        start: next <= enable ? waitTimeH1 : off;
        waitTimeL1: next <= enable ? (timeUp ? waitTimeL1 : waitTimeH1) : off;
        waitTimeH1: next <= enable ? (timeUp ? (W ? A : B) : waitTimeH1) : off;
        A: next <= enable ? waitTimeL1 : off;
        B: next <= enable ? waitTimeL2 : off;
        waitTimeL2: next <= enable ? (timeUp ? waitTimeL2 : waitTimeH2) : off;
        waitTimeH2: next <= enable ? (timeUp ? (W ? A : C) : waitTimeH2) : off;
        C: next <= enable ? waitTimeL2 : off;
        default: next <= start;
    endcase
end
always @(*) begin
    if (reset || !enable) begin
        add <= 2'd2;
        shrink <= 0;
    end
    case (current)
        start: begin
            shrink <= 0;
            add <= 2'd2;
        end
        A: begin
            add <= 2'd1;
            shrink <= (count == 3'd4) ? 1 : 0;
            countUp <= 1'b1;
        end
        B: begin
            add <= 0;
            shrink <= (count == 3'd4) ? 1 : 0;
            countUp <= 1'b1;
        end
        C: begin
            add <= 0;
            shrink <= 1;
        end
        off, waitTimeH1, waitTimeH2, waitTimeL1, waitTimeL2: begin
            shrink <= 0;
            add <= 2'd2;
        end
    endcase
end
always @(posedge systemClock) begin
    if (reset)
        current <= start;
    else
        current <= next;
end
always @(posedge systemClock) begin
    if (reset)
        count <= 0;
    else if (count == 4'd4)
        count <= 0;
    else if (countUp)
        count <= count + 1;
end
endmodule
module Random (
    input timeUp, reset, enable,
    output [1:0] mole
);
reg [4:0] LFSR;
always @(negedge timeUp or posedge reset) begin
    if (reset)
        LFSR <= 5'b10001;
    else if (!enable)
        LFSR <= 0;
    else
        LFSR <= {LFSR[3:0], LFSR[4] ^ LFSR[3]};
end
assign mole = LFSR[1:0];
endmodule
module ifScore (
    input keyPressed, mole, reset, pressedInTime, timeUp,
    output reg W
);
always @(posedge timeUp) begin
    if (!pressedInTime)
        W <= 1'b0;
    else if (keyPressed == mole)
        W <= 1'b1;
    else
        W <= 1'b0;
end
endmodule
File: /design/flow/run.sh
#!/bin/bash
# OpenROAD 26Q1-2900-gdf79404cd8, Yosys 0.63+post, stock flow scripts
make -C /OpenROAD-flow-scripts/flow DESIGN_CONFIG=/design/flow/config.mk WORK_HOME=/design/flow/orfs finish
==> results.yml <==
# physical design summary
status:
  outcome: "completed"
placement:
  dp_hpwl_um: 949.4
  gp_congestion: 0.8387
  port_buffers: 11
  dp_slack_ns: 0.06874
setup_path:
  crit_chain: "clkdlybuf4s50_1"
  crit_type: "reg -> out"
  crit_slowest_cell: "clkdlybuf4s50_1"
  path_max_fanout: 7
  reg2reg_from: "current[1]"
  r2r_end: "current[2]"
  cp_slowest_stage_delay_ns: 0.52
  worst_ep_arrival_time_ns: 1.15
  rrSetupSlack_ns: 0.42
  crit_required_ns: 1.28
  critPathBufInv: 1
  start_kind: "flip-flop"
  end_kind: "primary output"
  cpLargestDelayFamily: "buffers and inverters"
  worst-r2r-cell-count: 4
timing:
  worst_pin_slew_ns: 0.2433
  unclocked_regs: 3
  period_needed_ns: 1.465
  drv_slew: 0
  fmax_mhz: 682.5
  finalSetupTns_ns: 0
  hold_violations: 0
  worst_slack_ns: 0.1349
  untimed_endpoints: 6
  setup_violations: 0
  slew_headroom_pct: 83.73
  fin_skew_ns: 0.001156
  rsz0062_at_grt: "no"
  min_period_over_period_pct: 91.57
synth:
  avgSynthCellArea_um2: 8.372
  synth-seq-cells: 10
  top_cell_area_share_pct: 30.43
  ys_area_um2: 460.4
  top_area_cell: "dfxtp_1"
  synth-edff-count: 0
  synth_cell_types: 26
  ys_cells: 55
  synthArstFlopShare_pct: 0
  synthCells: 55
  top_cells_by_area: "dfxtp_1, dlxtn_1, a21oi_1, ha_1, nor3_1"
  synth_warnings: 1
  syn-cell-area_um2: 460.4
  ff_type: "dfxtp_1"
  synth.top_cells.by_count: "a21oi_1, dfxtp_1, nor2_1"
clock_tree:
  clock_latency_ns: 0.23
  clock_path_buffers: 2
  clock-root-buffer: "clkbuf_8"
  cts_hold_buf: 0
  cts_tree: "yes"
  clk_pin_slew_ns: 0.04
  cts-buffers-inserted: 3
  htreeDepth: 1
detailed_routing:
  drcViolationCount: 0
  vias: 431
  via_per_inst: 3.476
  ant_nets: 0
  drt_iter0_markers: 79
  routedWlPerCell_um: 9.597
  routed_wirelength_um: 1190
  antenna_cells: 0
  first_pass_iters: 4
power_and_ir_drop:
  leakagePower_nw: 0.2640
  power_w: 0.0005904
  ir_drop_mv: 0.2167
  power_density_nw_per_um2: 842.6
floorplan:
  fp.dieW_um: 87
  die_h_um: 87
  rows: 24
  core_region_area_um2: 4354
  io_pins: 12
  initCoreUtil_pct: 10.57
  die_area_um2: 7569
layout:
  synthToLayoutAreaGrowth_pct: 52.17
  layout-drive-gt1-share_pct: 18.06
  fin_util_pct: 16.09
grt:
  first_global_vias: 447
  antenna_found_initial: 0
  grt_pass1_wl_um: 1959
  grt_overflow: 0
  track_usage_pct: 3.091
  grt_max_degree: 11
flow_run:
  warnings: 26
  cap_violations: 0
worst_hold_path:
  min_from: "count[0]"
  hp-class: "reg -> reg"
  holdPathStages: 2
  whs_endpoint: "count[0]"
[cells by family (layout without fill, tap and decap cells)]
family                     count (synthesis)  count (layout)  share of synthesized area [%]
and+or+nand+nor                           22              22                          26.36
AOI/OAI and AO/OA                         14              14                          20.92
DFF                                        7               7                          30.43
buffers and inverters                      6              23                          5.160
latches                                    3               3                          9.782
adders and majority gates                  2               2                          5.434
xor gates and xnor gates                   1               1                          1.903
[flip-flops by register name, indices dropped and copies added, names as in the netlist]
register,count
current,4
add,2
count,3
shrink,1
[timing repair]
action,4_1_cts,5_1_grt
buffers inserted,0,0
endpoints found under the hold margin,0,0
gates resized,0,2
setup endpoints to repair,0,2
[worst max path at each step]
stage          start          to  slack [ns]  depth (start not counted)
6_report  current[0]  current[0]        0.13                          1
4_1_cts   current[1]  current[1]       0.006                          1
5_1_grt   current[0]  current[0]        0.06                          1
[layout make-up]
| cell class | count | area (um^2) |
|---|---|---|
| clock buffer | 4 | 45.04 |
| fill | 476 | 3654 |
| inverter | 5 | 18.77 |
| multi-input combinational | 39 | 251.5 |
| sequential | 10 | 187.7 |
| tap | 52 | 65.06 |
| timing repair buffer | 14 | 132.6 |
[layer usage]
metal | share of wire (%) | global-route usage (%) | vias to the layer above
li1 | - | - | 230
met1 | 40 | 3.350 | 190
met2 | 43 | 4.730 | 9
met3 | 13 | 1.792 | 2
met4 | 4.0 | 1.473 | 0
met5 | 0 | 0 | -
[placed cells by master, fill, tap and decap left out, drive strengths merged]
master          n
o311ai          1
ha              2
dlxtn           3
and2            2
nand2           5
a21oi           7
clkbuf          4
xnor2           1
nor4b           1
a31o            1
buf             3
and4b           1
o32a            1
o21ai           1
clkdlybuf4s50  11
a31oi           1
inv             5
nor2            6
dfxtp           7
nor3            4
o21a            1
nand4b          1
nor2b           1
nand2b          1
a311oi          1
[through the flow]
step,cell area (um^2),cells,hold slack [ns]
2_1_floorplan,460.4,55,0.3879
3_3_place_gp,653.1,120,0.5027
3_5_place_dp,653.1,120,0.5051
4_1_cts,698.2,124,0.5195
5_1_grt,700.7,124,0.5697
6_report,700.7,124,0.5131
[power by group]
group	switching, W	internal, W
registers	0.0000197	0.000195
logic	0.0000595	0.0000661
clock network	0.0000772	0.000172
total	0.000156	0.000434
[worst min-delay path: cells and delay by family (launching register included)]
kind / cells / cell delay [ns]
buf+inv: 1 / 0.07
flops: 1 / 0.30
simple gates: 1 / 0.11
