==> design/flow/design.v <==
module ps2Keyboard (ps2clock, ps2data, reset, ifPressed, keyPressed, CLOCK_50);
    input ps2clock, ps2data, reset, CLOCK_50;
    output [1:0] keyPressed;
    output ifPressed;
    wire doneShift, ifShift;
    wire [7:0] D;
    wire [3:0] check;
    ps2KeyboardFSM u4 (
        .clock(ps2clock),
        .data(ps2data),
        .reset(reset),
        .doneShift(doneShift),
        .ifPressed(ifPressed),
        .D(D),
        .ifShift(ifShift),
        .keyPressed(keyPressed),
        .CLOCK_50(CLOCK_50),
        .key2(key2),
        .key1(key1),
        .key3(key3)
    );
    keyboardShift u5 (
        .clock(ps2clock),
        .reset(reset),
        .data(ps2data),
        .DATA(D),
        .ifShift(ifShift),
        .doneShift(doneShift),
        .count(check)
    );
endmodule
module ps2KeyboardFSM (clock, data, reset, doneShift, ifPressed, D, ifShift, keyPressed, CLOCK_50, key2, key1, key3);
    input clock, reset, data, doneShift, CLOCK_50;
    input [7:0] D;
    output reg [1:0] keyPressed;
    output reg ifPressed, ifShift;
    output reg [7:0] key2;
    output reg [7:0] key1, key3;
    localparam done = 4'd0,
               waitclckL1 = 4'd1,
               waitDone1 = 4'd2,
               getkey1 = 4'd3,
               waitclckL2 = 4'd4,
               waitDone2 = 4'd5,
               getkey2 = 4'd6,
               breakey = 4'd7,
               waitclckL3 = 4'd8,
               waitDone3 = 4'd9,
               getkey3 = 4'd10,
               loadKey1 = 4'd11,
               loadKey3 = 4'd12,
               waitclckh2 = 4'd13,
               waitclckh3 = 4'd14,
               waitclckh1 = 4'd15;
    reg [3:0] current;
    reg [3:0] next;
    always @(*) begin
        case (current)
            waitclckh1: next = clock ? waitclckL1 : waitclckh1;
            waitclckL1: next = clock ? waitclckL1 : waitDone1;
            waitDone1: next = doneShift ? getkey1 : waitDone1;
            getkey1: next = loadKey1;
            loadKey1: begin
                case (key1)
                    8'h1C, 8'h1B, 8'h23, 8'h2B: next = waitclckh2;
                    default: next = waitclckL1;
                endcase
            end
            waitclckh2: next = clock ? waitclckL2 : waitclckh2;
            waitclckL2: next = clock ? waitclckL2 : waitDone2;
            waitDone2: next = doneShift ? getkey2 : waitDone2;
            getkey2: next = breakey;
            breakey: next = (key2 == 8'hF0) ? waitclckh3 : waitclckh2;
            waitclckh3: next = clock ? waitclckL3 : waitclckh3;
            waitclckL3: next = clock ? waitclckL3 : waitDone3;
            waitDone3: next = doneShift ? getkey3 : waitDone3;
            getkey3: next = loadKey3;
            loadKey3: next = (key3 == key1) ? done : waitclckL2;
            done: next = waitclckh1;
            default: next = waitclckh1;
        endcase
    end
    always @(*) begin
        if (reset) begin
            ifPressed <= 1'b0;
            keyPressed <= 0;
            key1 <= 0;
            key2 <= 0;
            key3 <= 0;
        end
        ifShift <= 1'b0;
        case (current)
            waitclckL1: ifPressed <= 0;
            waitDone1: ifShift <= 1'b1;
            getkey1: key1 <= D;
            waitDone2: ifShift <= 1'b1;
            getkey2: key2 <= D;
            waitDone3: ifShift <= 1'b1;
            getkey3: key3 <= D;
            done: begin
                ifPressed <= 1'b1;
                case (key3)
                    8'h1C: keyPressed <= 2'b00;
                    8'h1B: keyPressed <= 2'b01;
                    8'h23: keyPressed <= 2'b10;
                    8'h2B: keyPressed <= 2'b11;
                endcase
            end
        endcase
    end
    always @(posedge CLOCK_50) begin
        if (reset)
            current <= waitclckh1;
        else
            current <= next;
    end
endmodule
module keyboardShift (clock, reset, data, DATA, ifShift, doneShift, count);
    input clock, reset, data, ifShift;
    output reg doneShift;
    output [7:0] DATA;
    reg [9:0] D;
    output reg [3:0] count;
    always @(negedge clock, posedge reset) begin
        if (reset)
            count <= 4'b0000;
        else if (count == 4'd10)
            count <= 4'b0000;
        else if (ifShift)
            count <= count + 1'b1;
    end
    always @(negedge clock, posedge reset) begin
        if (reset)
            D <= 10'b0000000000;
        else if (ifShift == 1'b1) begin
            D <= D >> 1;
            D[9] <= data;
        end
    end
    always @(*) begin
        if (count == 4'd10)
            doneShift = 1'b1;
        else
            doneShift <= 1'b0;
    end
    assign DATA = D[7:0];
endmodule
==> design/flow/run.sh <==
#!/bin/bash
# OpenROAD 26Q1-2900-gdf79404cd8, Yosys 0.63+post, stock flow scripts
make -C /OpenROAD-flow-scripts/flow DESIGN_CONFIG=/design/flow/config.mk WORK_HOME=/design/flow/orfs finish
==> design/flow/config.mk <==
export PLATFORM = sky130hd
export DESIGN_NAME = ps2Keyboard
export DESIGN_NICKNAME = ps2Keyboard
export VERILOG_FILES = /design/flow/design.v
export SDC_FILE = /design/flow/constraint.sdc
export NUM_CORES = 4
export LEC_CHECK = 1
export CORE_UTILIZATION = 40
==> design/flow/constraint.sdc <==
current_design ps2Keyboard

set clk_period 1.8
set clk_io_pct 0.2

create_clock -name clk0 -period $clk_period [get_ports {CLOCK_50}]
create_clock -name clk1 -period $clk_period [get_ports {ps2clock}]

set non_clock_inputs [all_inputs -no_clocks]
set_input_delay [expr $clk_period * $clk_io_pct] -clock clk0 $non_clock_inputs
set_output_delay [expr $clk_period * $clk_io_pct] -clock clk0 [all_outputs]
==> run summary <==
status = finished with violations
failing checks = setup timing
Setup crit start kind = flip-flop
Max Slew Vio Count = 0
Detailed Route WL = 3531 µm
Mapped Cells = 200
CTS tree = yes
distinct lib cells = 41
max incr delay on CP = 0.44 ns
Yosys warnings = 12
Area leader share = 21.27%
number of global-route vias before repair = 1532
CP Capture Type = flip-flop
Yosys chip area = 1906 µm²
worst r2r src = u5.count[1]
Crit path required time = 1.94 ns
reg2reg path depth = 3
Slew Limit Headroom = 63.55%
Synth async-reset ratio = 24.56%
ys cells = 200
die width = 71.02 µm
Critical R2R Capture = u4.current[10]
Dominant flop cell = dlxtn_1
synthesized cell area = 1906 µm²
Placer Congestion = 0.8038
grt total ovfl = 0
worst hold path class = clk -> reg
drc violations = 0
cell with the most instances after synthesis = nand2_1
switching power = 0.8223 mW
non-filler cells, final = 285
Crit Path Category = reg -> reg
Placed Cells = 264
endpoints left unconstrained = 30
# IOs = 7
Leak Pwr = 1.060 nW
Post-synth area hogs = dlxtn_1, dfrtn_1, dfxtp_1
row count = 24
Antenna Nets Post-Route = 0
number of DRC markers in iteration 0 = 42
hold path cells = 4
Hold EP = u4.current[9]
number of enable flip-flop cells = 0
vias = 1408
RSZ-0062 raised after global routing = true
sequential power share = 41.1%
DR pass1 iterations = 3
clock transition at the registers of the reported paths = 0.06 ns
Floorplan Utilization = 42.59%
Max Clock Skew = 0.002977 ns
die height = 71.02 µm
core area = 4474 µm²
Buf+Inv Stages, Crit Path = 0
Cell Pwr Density = 1070 nW/µm²
CP Cell Sequence = nand4b_1, a22oi_1, nor2_1
Log Warnings = 33
register area = 1077 µm²
HP Start = ps2clock
Final Util = 53.27%
Mean Syn Cell Area = 9.528 µm²
total power = 2.550 mW
Seq cells post-synth = 57
Worst VDD drop = 0.0007875 V
clock share of power = 38.2%
area of the multi-input gates = 862.1 µm²
Fillers = 394
MaxCap Viol Count = 0
Layout area overhead = 25.08%
WL per Instance = 12.39 µm
largest net degree at the start of global routing = 19
Yosys top cell by area = dlxtn_1
CP Max Fanout = 3
commonest cells in the netlist = nand2_1, dlxtn_1, and2_1
Least-Margin Pin Slew = 0.5417 ns
first-pass GRT wire length = 6051 µm
final setup vio count = 20
initial antenna violation count = 0
Gate power share = 20.7%
critical path's slowest cell = dfrtn_1
Final Worst Setup Slack = -0.2542 ns
ANT cells = 0
reg2reg setup slack = -0.25 ns
GRT Util Overall = 15.73%
count of unclocked register or latch pins = 27
buffers added on ports = 5
Int Pwr = 1.727 mW
final hold violations = 0
Final HPWL DP = 2449 µm
share of post-route cells with drive strength above 1 = 22.32%
Arr. time, crit path = 2.19 ns
Via density = 4.940
switch share = 32.25%
family with the most delay on the worst path = flip-flops
hold slack = 0.1772 ns
Die Size = 5044 µm²
## metal layers
metal	up-vias	part of all wire (%)	global-route usage (%)	wire [µm]
met5	-	0	0	0
met4	0	0.96	5.556	34
met3	7	4.5	7.081	158
met2	22	45	22.76	1588
met1	653	50	21.67	1750
li1	726	-	-	-
## power by group through the flow
stage	Clock (mW)	Combinational, mW	Sequential, mW
global route	1.06	0.587	1.07
CTS	0.981	0.498	1.04
finish	0.973	0.529	1.05
## through the flow
step | cell area (µm²) | TNS (ns) | setup WS [ns]
2_1_floorplan | 1906 | -4.643 | -0.3606
3_3_place_gp | 2098 | -4.336 | -0.3308
3_5_place_dp | 2098 | -4.787 | -0.3808
4_1_cts | 2349 | -2.787 | -0.2157
5_1_grt | 2384 | -4.035 | -0.3025
6_report | 2384 | -3.306 | -0.2542
## layout make-up
class | instances | area share (%)
clock buffers | 12 | 6.509
clock inverters | 7 | 1.102
inverters | 3 | 0.4724
multi-input cells | 134 | 36.17
repair buffers | 20 | 7.822
well taps | 52 | 2.730
flip-flops and latches | 57 | 45.20
## repair_timing
item,CTS,global route
setup buffers,2,0
hold buffers,0,0
cloned,1,0
gates resized,18,6
setup endpoints to repair,20,20
pin swaps,18,5
## worst max path at each step
stage                from        endpoint  cells past startpoint
CTS           u5.count[0]  u4.current[13]                      2
global route  u5.count[2]  u4.current[10]                      4
finish        u5.count[1]  u4.current[10]                      3
## cell families after synthesis
| family | after synthesis | synth area share, % |
|---|---|---|
| buffers and inverters | 9 | 2.101 |
| multiplexers | 1 | 0.5253 |
| AND-OR/OR-AND | 22 | 8.011 |
| latches | 27 | 21.27 |
| XOR/XNOR | 11 | 5.056 |
| AND/OR/NAND/NOR | 100 | 27.84 |
| flip-flops | 30 | 35.19 |
## cells in the final DEF (no fill, tap or decap), types with 2 or more instances in the layout
| master | instances |
|---|---|
| dlxtn_1 | 27 |
| nand2_1 | 24 |
| and2_1 | 24 |
| dfxtp_1 | 15 |
| dfrtn_1 | 14 |
| nor2_1 | 13 |
| nand2_2 | 11 |
| clkbuf_8 | 11 |
| buf_4 | 11 |
| inv_1 | 10 |
| xnor2_1 | 9 |
| o21ai_0 | 6 |
| clkdlybuf4s50_1 | 5 |
| a21oi_1 | 4 |
| nor3_1 | 3 |
| nor2b_1 | 3 |
| and3_4 | 3 |
| buf_6 | 3 |
| a21oi_2 | 2 |
| nand4_1 | 2 |
| nor4_1 | 2 |
| a22oi_2 | 2 |
| and3b_1 | 2 |
| a22oi_1 | 2 |
## worst register-to-register path, cell delays in order (launching register included)
cell and delay [ns]:
dfrtn_1 0.44, nand4b_1 0.20, a22oi_1 0.21, nor2_1 0.06
## sequential cells by signal, summed over array words and instances (netlist names)
register	cells
u4.current	16
u5.D	10
u4.key1	8
u4.key2	8
u4.key3	8
u5.count	4
u4.keyPressed	2
u4.ifPressed	1
Power figures rest on the tool's default switching activity, not on a simulated workload.
