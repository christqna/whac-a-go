$ cat ./config.mk
export PLATFORM = sky130hd
export DESIGN_NAME = rateDivider
export DESIGN_NICKNAME = rateDivider
export VERILOG_FILES = /design/flow/design.v
export SDC_FILE = /design/flow/constraint.sdc
export NUM_CORES = 4
export LEC_CHECK = 1
export CORE_AREA = 10 10 97 97
export DIE_AREA = 0 0 107 107
$ cat ./run.sh
#!/bin/bash
# OpenROAD 26Q1-2900-gdf79404cd8, Yosys 0.63+post, stock flow scripts
make -C /OpenROAD-flow-scripts/flow DESIGN_CONFIG=/design/flow/config.mk WORK_HOME=/design/flow/orfs finish
$ cat ./design.v
module DE1_SoC_Audio_Example (
    CLOCK_50,
    AUD_ADCDAT,
    enable,
    W, 
    reset,
    timeUp,
    AUD_BCLK,
    AUD_ADCLRCK,
    AUD_DACLRCK,
    FPGA_I2C_SDAT,
    AUD_XCK,
    AUD_DACDAT,
    FPGA_I2C_SCLK
);
input CLOCK_50;
input timeUp;
input enable;
input W;
input reset;
input AUD_ADCDAT;
inout AUD_BCLK;
inout AUD_ADCLRCK;
inout AUD_DACLRCK;
inout FPGA_I2C_SDAT;
output AUD_XCK;
output AUD_DACDAT;
output FPGA_I2C_SCLK;
wire audio_in_available;
wire [31:0] left_channel_audio_in;
wire [31:0] right_channel_audio_in;
wire read_audio_in;
wire audio_out_allowed;
wire [31:0] left_channel_audio_out;
wire [31:0] right_channel_audio_out;
wire write_audio_out;
wire pulse;
wire doneSound;
wire [3:0] count;
reg [18:0] delay_cnt;
reg [18:0] delay;
reg [3:0] current, next;
reg snd;
reg [31:0] sound;
reg startSound;
localparam start = 4'd0,
           soundPlay = 4'd1,
           soundOff = 4'd2,
           waitlow = 4'd3;
always @(*)
begin
    case (current)
        start: begin
            if (enable == 1'b1 && timeUp == 1'b1)
                next = soundPlay;
            else
                next = start;
        end
        soundPlay: begin
            if (!enable)
                next = start;
            else if (doneSound)
                next = waitlow;
            else
                next = soundPlay;
        end
        soundOff: begin
            if (enable == 1'b0)
                next = start;
            else if (timeUp)
                next = soundPlay;
            else
                next = soundOff;
        end
        waitlow: begin
            if (!enable)
                next = start;
            else
                next = timeUp ? waitlow : soundOff;
        end
    endcase
end
always @(*)
begin
    case(current)
        start: begin
            startSound = 1'b0;
        end
        soundPlay: startSound = 1'b1;
        waitlow: startSound = 1'b0;
        soundOff: startSound = 1'b0;
    endcase
end
always @(posedge CLOCK_50, posedge reset)
begin
    if (reset)
        current <= start;
    else
        current <= next;
end
always @(posedge CLOCK_50)
begin
    if (delay_cnt == delay) begin
        delay_cnt <= 0;
        snd <= !snd;
    end else
        delay_cnt <= delay_cnt + 1;
end
always @(*)
begin
    if (!W) begin
        if(count == 4'd2)
            delay <= 32'd191131;
        else if (count == 4'd1)
            delay <= 32'd151653;
        else if (count == 4'd0)
            delay <= 32'd95547;
    end else begin
        if(count == 4'd0)
            delay <= 32'd191131;
        else if (count == 4'd1)
            delay <= 32'd151653;
        else if (count == 4'd2)
            delay <= 32'd95547;
        else
            delay <= delay;
    end
end
always @(*)
begin
    if (enable == 0 || pulse == 0)
        sound <= 0;
    else
        sound <= snd ? 32'd10000000 : -32'd10000000;
end
assign read_audio_in = audio_in_available & audio_out_allowed;
assign left_channel_audio_out = left_channel_audio_in + sound;
assign right_channel_audio_out = right_channel_audio_in + sound;
assign write_audio_out = audio_in_available & audio_out_allowed;
rateDivider #(50000000) rdv (
    .systemClock(CLOCK_50),
    .start(startSound),
    .reset(reset),
    .pulse(pulse),
    .doneSound(doneSound),
    .count(count)
);
Audio_Controller Audio_Controller (
    .CLOCK_50(CLOCK_50),
    .reset(reset),
    .clear_audio_in_memory(),
    .read_audio_in(read_audio_in),
    .clear_audio_out_memory(),
    .left_channel_audio_out(left_channel_audio_out),
    .right_channel_audio_out(right_channel_audio_out),
    .write_audio_out(write_audio_out),
    .AUD_ADCDAT(AUD_ADCDAT),
    .AUD_BCLK(AUD_BCLK),
    .AUD_ADCLRCK(AUD_ADCLRCK),
    .AUD_DACLRCK(AUD_DACLRCK),
    .audio_in_available(audio_in_available),
    .left_channel_audio_in(left_channel_audio_in),
    .right_channel_audio_in(right_channel_audio_in),
    .audio_out_allowed(audio_out_allowed),
    .AUD_XCK(AUD_XCK),
    .AUD_DACDAT(AUD_DACDAT)
);
avconf #(.USE_MIC_INPUT(1)) avc (
    .FPGA_I2C_SCLK(FPGA_I2C_SCLK),
    .FPGA_I2C_SDAT(FPGA_I2C_SDAT),
    .CLOCK_50(CLOCK_50),
    .reset(reset)
);
endmodule
module rateDivider #(parameter CLOCK_FREQUENCY = 50000000)(
    input systemClock,
    input start,
    input reset,
    output pulse,
    output reg doneSound,
    output reg [3:0] count
);
reg [27:0] Q;
always @(posedge systemClock)
begin
    if (reset == 1'b1 || count == 4'd3) begin
        Q <= (CLOCK_FREQUENCY - 1) / 5;
        if (count == 4'd3) begin
            count <= 0;
            doneSound <= 1'b1;
        end else begin
            doneSound <= 1'b0;
            count <= 0;
        end
    end else if (start == 1'b1) begin
        if (count == 0)
            doneSound = 1'b0;
        if (Q == 0) begin
            Q <= (CLOCK_FREQUENCY - 1) / 5;
            count <= count + 1;
        end else
            Q <= Q - 1;
    end else if (start == 1'b0) begin
        Q <= (CLOCK_FREQUENCY - 1) / 5;
        count <= 0;
        doneSound <= 1'b0;
    end
end
assign pulse = (Q < (CLOCK_FREQUENCY / 10)) ? 1 : 0;
endmodule
$ cat ./constraint.sdc
current_design rateDivider

set clk_period 6.1
set clk_io_pct 0.2

create_clock -name clk0 -period $clk_period [get_ports {systemClock}]

set non_clock_inputs [all_inputs -no_clocks]
set_input_delay [expr $clk_period * $clk_io_pct] -clock clk0 $non_clock_inputs
set_output_delay [expr $clk_period * $clk_io_pct] -clock clk0 [all_outputs]
==> results.txt <==
The implementation run finished. The flow ran to the end, and the final reports show no timing, DRC or antenna violations. Pins over their slew limit in the final report were tallied at 0. The area fraction of the largest cell type after synthesis is between 40% and 50%.

Area overhead of the layout relative to synthesis landed at 18.2%. After synthesis the cells add up to ~1600 um^2. Number of clock buffers inserted by TritonCTS landed at 5.

The tree is rooted in a sky130_fd_sc_hd__clkbuf_8. The floorplan step defined a core boundary enclosing roughly 7300 um^2. The synthesis stats list as the most numerous cell sky130_fd_sc_hd__dfxtp_1. For this run, the number of Yosys warnings is 1.

Across every metal layer, demand over resource in global routing totals under 10%. At the end of the flow the core is filled with cells to 25.3%. Cells with a size suffix above 1 make up a little over a tenth of the layout. Per the run summary, max-cap violations total 0. Number of DRC violations after detailed routing landed at 0. Clock period minus final worst setup slack landed at about 3.3 ns. Headroom to the max-slew limit came out at approximately 63%. Gate count of the mapped netlist landed at about 180. Fill cell instance count of the final layout landed at ~800.

In this run the power density over the cells is ~210 nW/um^2. Total routed wirelength landed at around 3000 um. Worst-skew pair later-pin latency landed at 0.28 ns.

Number of H-tree branching levels landed at 2. The initialized floorplan defines 31 standard-cell rows. The share of the Yosys chip area taken by registers is a little over two fifths. Final weighted congestion in routability-driven placement landed at about 0.77. Once routing completed, OpenROAD measured the worst setup slack at approximately 2.8 ns. Worst endpoint required time landed at approximately 4.9 ns.

For this configuration, the core starts out at a cell density of roughly a fifth. Buffers inserted during post-CTS setup optimization landed at 0. Per the GRT log, the top usage layer is met2.

Dividing the detail-routed via count by the number of cells gives between 4 and 5. Pin count of the biggest net entering global routing landed at 14. Maximum buffer depth of the clock tree landed at 2. Post-detailed-route wirelength per cell landed at about 10 um.

STA classifies the critical path startpoint as a register. 9 I/O pins were placed. Summed negative setup slack over all endpoints landed at 0 ns. For this run, the leading register cell type out of synthesis is sky130_fd_sc_hd__dfxtp_1. Wire length of the first global-routing pass landed at 5230 um.

The slowest stage of the critical path is the sky130_fd_sc_hd__clkdlybuf4s50_1 cell. Per the power-grid run, VDD falls by no more than between 0.00008 and 0.00009 V. For the worst setup path, the data arrival time is 2.06 ns. Number of sinks handled by clock tree synthesis landed at 33. Number of enable flip-flop cells landed at 1. STA reports the tightest min-delay check as being of type reg2reg. The end-of-flow timing check tallies setup violations at 0. For reference, the top cells by count after synthesis are sky130_fd_sc_hd__dfxtp_1 (32), sky130_fd_sc_hd__nor2_1 (23), sky130_fd_sc_hd__nand2_1 (15), sky130_fd_sc_hd__xnor2_1 (15), sky130_fd_sc_hd__nor3_1 (9).

The worst path uses ~54% of the clock period. The chip area line in the Yosys stat output reads between 1500 and 2000 um^2. Number of antenna diodes landed at 0.

Once the clock tree was built, the resizer swapped 0 gates to a different size. Number of antenna violations at the first check in global routing landed at 0. Async set or reset register ratio after synthesis landed at 0%.

Number of routed nets with antenna violations landed at 0. Number of port buffers landed at 8. The worst setup path is of the reg2out kind.

TritonCTS built the clock tree. The post-CTS hold buffer count recorded in the log is 0. Die height landed at 107 um. Distinct cell type count after synthesis landed at 38.

Maximum clock skew at final layout landed at ~0.0037 ns. Post-DP HPWL landed at 2100 um. Sorting the Yosys area breakdown by cell type puts at the top sky130_fd_sc_hd__dfxtp_1. The worst setup path is captured at an output pin. Number of optimization iterations in the first detailed-route pass landed at 4. Together, buffers and inverters on the worst path number 1. The routed layout has between 1000 and 1500 vias. For this design the static power due to leakage is 0.569 nW. Per the timing report, the achievable frequency comes out to around 300 MHz. The floorplan step defined a die boundary enclosing ~11000 um^2.

The via count of the first global-routing pass came to ~1100. Clock-pin slew on the worst setup and hold paths landed at around 0.060 ns. Global-route met3 utilization landed at 1.46%. Number of design-rule violations left by the first detailed-router iteration landed at 21.

Broken down by cell family, the worst path's largest delay share belongs to AND-OR/OR-AND gates. Counting endpoints that fail hold in the final report gives 0. Maximum fanout along the worst path landed at 4. Global routing used 7.05% of the available met1 tracks. Stage-log warning count landed at 27. After synthesis, the cell types taking the most area are sky130_fd_sc_hd__dfxtp_1 (41%), sky130_fd_sc_hd__xnor2_1 (8.4%), sky130_fd_sc_hd__nor2_1 (5.5%), sky130_fd_sc_hd__nand2_1 (3.6%), sky130_fd_sc_hd__xor2_1 (3.4%). The critical path goes through o211a_1 > o21a_1 > o31ai_1 > a21oi_1 > and3b_1 > clkdlybuf4s50_1. Maximum single-stage delay on the critical path landed at between 0.4 and 0.5 ns. Placement-stage worst setup slack landed at 2.86 ns. Per-instance average area after synthesis landed at just under 9 um^2. Setup repair after global routing left no endpoint under its margin. Horizontal extent of the die landed at between 100 and 150 um. Recorded from the global router log, the overflow total was 0. Met2 track demand over resource in global routing landed at 8.78%.

Looking at the max-slew report, the worst-margin pin has a slew of roughly 0.55 ns. The number of cells reported by Yosys stat comes to 175. Number of synthesized register bits landed at 33.
==> final cells by class <==
type | instances | area (um^2) | share of cell area, %
clock buffer | 8 | 90.1 | 4.88
timing repair buffer | 9 | 87.6 | 4.75
tap | 99 | 124 | 6.72
multi-input combinational | 133 | 853 | 46.3
inverter | 5 | 18.8 | 1.02
sequential | 33 | 671 | 36.4
==> state kept, by name, indices dropped and copies added, names as in the netlist <==
name	count
Q	28
doneSound	1
count	4
==> cells in the final DEF, fill, tap and decap left out, drive strengths merged, types with 2 or more instances in the layout <==
| master | n |
|---|---|
| nand3 | 8 |
| nor2 | 23 |
| inv | 5 |
| nand2b | 4 |
| nand2 | 16 |
| nor3 | 13 |
| o31ai | 2 |
| nand4 | 3 |
| xor2 | 6 |
| xnor2 | 15 |
| o21ai | 4 |
| nor4 | 7 |
| or4 | 2 |
| or3 | 7 |
| ha | 4 |
| dfxtp | 32 |
| clkdlybuf4s50 | 8 |
| or2 | 2 |
| clkbuf | 8 |
| a21oi | 7 |
==> through the flow <==
stage | power [mW] | hold slack (ns) | cell area (um^2) | std cells
global placement | 0.230 | 0.405 | 1750 | 279
finish | 0.389 | 0.418 | 1840 | 287
CTS | 0.396 | 0.424 | 1840 | 287
detailed placement | 0.230 | 0.409 | 1750 | 279
floorplan | 0.227 | 0.384 | 1560 | 175
global route | 0.407 | 0.460 | 1840 | 287
==> logic make-up (layout without fill, tap and decap cells) <==
family | count (synthesis) | count (layout) | synth area share, %
simple gates | 89 | 89 | 31.8
flops | 33 | 33 | 43.0
xor+xnor | 21 | 21 | 11.8
compound gates | 18 | 18 | 7.30
buf+inv | 9 | 22 | 2.33
fa+ha+maj | 4 | 4 | 3.21
mux | 1 | 1 | 0.642
==> where the power goes <==
group	leakage, nW	internal [mW]	total (mW)	switching [mW]
Clock	0.0455	0.0919	0.164	0.0718
Combinational	0.253	0.00273	0.00736	0.00463
Sequential	0.271	0.217	0.218	0.000582
Total	0.569	0.312	0.389	0.0770
==> routing by layer <==
metal  up-vias  part of all wire [%]
met2         9                    44
met5         -                     0
met4         0                   1.2
met1       545                    52
li1        635                     -
met3         6                   2.8
==> final timing paths <==
path,startpoint,endpoint,slack [ns],depth (start not counted)
setup / recovery,Q[7],pulse,2.82,6
hold / removal,Q[0],Q[0],0.42,1
setup reg to reg,Q[25],Q[23],3.84,5
hold reg to reg,Q[0],Q[0],0.42,1
Power and IR drop assume default switching activity.
